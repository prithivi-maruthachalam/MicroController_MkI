==> flow/design.v <==
module DMem(
    input clk,
    input E,
    input WE,
    input [3:0] Addr,
    input [7:0] DataIn,
    input Print_E,
    output [7:0] DataOut,
    output [7:0] PrintOut
);
    reg [7:0] data_memory [255:0];
    always @(posedge clk) begin
        if(E == 1 && WE == 1)            
            data_memory[Addr] <= DataIn; 
    end
    assign DataOut = (E == 1) ? data_memory[Addr] : 0;   
    assign PrintOut = (Print_E == 1)? data_memory[Addr] : 8'dx;  
endmodule
==> flow/run.sh <==
#!/bin/bash
# OpenROAD 26Q1-2900-gdf79404cd8, Yosys 0.63+post, stock flow scripts
make -C /OpenROAD-flow-scripts/flow DESIGN_CONFIG=/design/flow/config.mk WORK_HOME=/design/flow/orfs finish
==> flow/config.mk <==
export PLATFORM = sky130hd
export DESIGN_NAME = DMem
export DESIGN_NICKNAME = DMem
export VERILOG_FILES = /design/flow/design.v
export SDC_FILE = /design/flow/constraint.sdc
export NUM_CORES = 4
export LEC_CHECK = 1
export CORE_UTILIZATION = 40
==> flow/constraint.sdc <==
current_design DMem

set clk_period 2.3
set clk_io_pct 0.2

create_clock -name clk0 -period $clk_period [get_ports {clk}]

set non_clock_inputs [all_inputs -no_clocks]
set_input_delay [expr $clk_period * $clk_io_pct] -clock clk0 $non_clock_inputs
set_output_delay [expr $clk_period * $clk_io_pct] -clock clk0 [all_outputs]
==> Slide: Implementation Results <==
Physical Implementation Snapshot

Placement
  – GPL Wtd Cong: 0.775
  – Detail Placement HPWL: a little over 6000 µm
  – IO buf count: 30

Floorplan
  – Die Area: 0.0132 mm²
  – Site row count: 40
  – IO Pins: 32
  – DIE WIDTH: 115 µm
  – Fp util: 41.8%
  – Core area: 0.0122 mm²
  – Die y size: 115 µm

Worst setup path
  – Critical Path Max Stage Delay: 0.54 ns
  – Slowest stage cell, crit path: mux4_2
  – Arr. time, crit path: approximately 1.9 ns
  – Cells along the critical path: mux4_2 -> mux2i_2 -> buf_4 -> a211oi_2 -> buf_2
  – Type of origin of the critical path: flop
  – WS Path Type: reg -> out
  – WP data required: 1.84 ns
  – CP endpoint kind: output pin
  – Critical path fanouts, max: 2

Flow run
  – Total of max-cap violations: 0
  – Tool warnings: 28

Logic synthesis
  – Avg Cell Area, Syn: between 20 and 25 µm²
  – Mapped Area: 0.00510 mm²
  – Yosys cell count: 231
  – Register share after synthesis: 75.3%
  – Ys Warns: 1
  – Yosys cell types: 18
  – Synthesis area per yosys: 0.00510 mm²
  – Cells after Synth: 231
  – Post-synthesis register bit count: 128

Pwr
  – LEAKAGE: 0.00224 µW
  – Total chip power: between 5000 and 6000 µW
  – VDD IR-drop max: 0.000451 V
  – Seq pwr share: 45.6%
  – Part of the power in combinational logic: around 7.4%
  – Sw Share: 19.4%
  – Clock power frac: 47.0%
  – Internal power: roughly 4600 µW
  – Pwr Density: ~850 mW/mm²
  – Switching power: around 1100 µW

Clocking
  – CTS root buf: clkbuf_16
  – CTS Sinks: 128
  – Longest Clk Path Bufs: 2
  – Htree depth: 4
  – Cts bufs inserted: 17
  – CTS tree: yes
  – Clk pin slew, worst setup/hold paths: ~0.050 ns

Layout
  – Number of flip-flops in the largest register: ~130
  – Synth-to-layout area growth: 31.1%
  – Fillcell total: ~950
  – Top reg by flops: data_memory
  – Top flop regs: data_memory: 128 flops
  – Share of post-route cells with drive strength above 1: 45.3%

GRT
  – GR Overflow Total: 0
  – Vias in the first global route: 2838
  – Largest net degree at the start of global routing: 19
  – Met2 Use GR: 27.0%
  – First-pass GRT wire length: between 15000 and 20000 µm
  – GRT busiest layer: met1
  – Initial antenna violation count: 0
  – Met1 Resource Use GR: roughly 28%
  – GR Util All Layers: 19.1%
  – M3 GR Usage: between 10% and 20%

STA
  – Setup tns final: -0.0580 ns
  – Worst-margin pin slew: 0.652 ns
  – Min cycle time layout: 2.35 ns
  – Worst slew margin: 56.4%
  – Setup violators final: 2
  – Slew Limit Fails: 0
  – Fin crit share: 102%
  – Hold Vio Cnt, Final: 0
  – Final setup margin: -0.0493 ns
  – Fmax: roughly 430 MHz
  – RSZ-0062 raised after global routing: yes
  – Final hold slack: a little under 0.7 ns

Routing
  – Detailed Route Iter0 Violations: 233
  – Routed WL: 10900 µm
  – Wire length per cell: 21.8 µm
  – DRT antenna net count: 0
  – Via density: 5.23
  – Via count: 2611
  – Pre-antenna DRT Iters: 4
  – Antenna cells: 0
  – Post-route DRC: 0

Run status
  – Failing checks: negative setup slack
  – Status: finished, violations left

Min path
  – Hold WC Path Type: in -> reg
  – Min-Delay Path Depth: 4
-- metal layers --
layer	share of wire [%]	wire length, µm
met4	1.3	141
met3	15	1620
met1	38	4180
met2	45	4950
met5	0	0
-- power by group through the flow --
stage / Combinational, µW / Clock [µW] / Sequential (µW)
global route: 456 / 2830 / 2600
finish: 423 / 2680 / 2600
CTS: 406 / 2720 / 2600
-- cells in the mapped netlist --
library cell	n	area share, %
edfxtp_1	128	75
mux4_1	18	9.3
mux4_2	14	6.2
nor2_1	12	0.88
a211oi_1	8	1.2
a21oi_1	8	0.78
buf_6	8	1.8
mux2i_1	8	1.6
o22ai_1	8	0.98
nor3_1	4	0.39
nand2_1	3	0.22
nand2b_1	3	0.37
clkbuf_1	2	0.15
nand4_1	2	0.25
or3_1	2	0.25
buf_8	1	0.29
inv_1	1	0.073
inv_2	1	0.073
-- layout by cell type, fill, tap and decap left out, types with 5 or more instances in the layout --
| cell type | Yosys | routed |
|---|---|---|
| clkbuf_2 | 0 | 6 |
| buf_4 | 0 | 36 |
| buf_2 | 0 | 8 |
| buf_6 | 8 | 6 |
| a211oi_2 | 0 | 8 |
| clkbuf_16 | 0 | 18 |
| mux4_2 | 14 | 29 |
| clkinv_1 | 0 | 5 |
| buf_12 | 0 | 5 |
| a21oi_2 | 0 | 5 |
| nor2_1 | 12 | 12 |
| clkdlybuf4s50_1 | 0 | 10 |
| edfxtp_1 | 128 | 128 |
-- layout make-up --
type | count | area, µm² | area share, %
Inverter | 2 | 7.51 | 0.112
Timing Repair Buffer | 79 | 753 | 11.3
Multi-Input combinational cell | 90 | 1280 | 19.1
Clock buffer | 18 | 429 | 6.41
Tap cell | 168 | 210 | 3.14
Sequential cell | 128 | 3840 | 57.4
Clock inverter | 14 | 171 | 2.56
-- cells by family after synthesis --
group	share of synthesized area, %
flops	75.3
mux	17.0
simple gates	2.35
compound gates	2.94
buf+inv	2.35
-- worst paths after layout --
| path | startpoint | endpoint | slack, ns |
|---|---|---|---|
| max | data_memory[12][1]$_DFFE_PP_ | DataOut[1] | -0.05 |
| min | Addr[2] | data_memory[1][6]$_DFFE_PP_ | 0.70 |
-- worst max-delay path: cells and delay by family, from the launching register on --
family	cells	cell delay [ns]
flops	1	0.38
buf+inv	2	0.28
compound gates	1	0.05
mux	2	0.77
-- metrics by stage --
stage	setup slack, ns	utilization, %	std cells	cell area (µm²)
after floorplan	0.377	-	231	5100
after global placement	-0.480	47.4	451	5790
after detailed placement	-0.502	47.4	451	5790
after CTS	-0.0263	54.4	497	6650
after global routing	-0.0845	54.8	499	6690
final	-0.0493	54.8	499	6690
-- timing repair --
action	4_1_cts	5_1_grt
cloned	3	1
buffers inserted	11	1
endpoints found under the setup margin	16	16
hold buffers	0	0
pin swaps	18	7
hold endpoints to repair	0	0
resized	98	17
Power and IR drop assume default switching activity.
