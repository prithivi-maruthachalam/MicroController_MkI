File: run.sh
#!/bin/bash
# OpenROAD 26Q1-2900-gdf79404cd8, Yosys 0.63+post, stock flow scripts
make -C /OpenROAD-flow-scripts/flow DESIGN_CONFIG=/design/flow/config.mk WORK_HOME=/design/flow/orfs finish
File: design.v
module PMem(
    input clk,
    input E,
    input LoadE,
    input [7:0] Addr,
    output [11:0] Instruction,
    input [7:0] LoadAddr,
    input [11:0] LoadInstruction 
);
    reg [11:0] program_memory [255:0];
    always @(posedge clk)   begin
        if(E == 1 && LoadE == 1) begin
            program_memory[LoadAddr] <= LoadInstruction;
        end
    end
    assign Instruction = (E == 1) ? program_memory[Addr] : 0;
endmodule
File: constraint.sdc
current_design PMem

set clk_period 23.6
set clk_io_pct 0.2

create_clock -name clk0 -period $clk_period [get_ports {clk}]

set non_clock_inputs [all_inputs -no_clocks]
set_input_delay [expr $clk_period * $clk_io_pct] -clock clk0 $non_clock_inputs
set_output_delay [expr $clk_period * $clk_io_pct] -clock clk0 [all_outputs]
File: config.mk
export PLATFORM = sky130hd
export DESIGN_NAME = PMem
export DESIGN_NICKNAME = PMem
export VERILOG_FILES = /design/flow/design.v
export SDC_FILE = /design/flow/constraint.sdc
export NUM_CORES = 4
export LEC_CHECK = 1
export CORE_UTILIZATION = 50
==> flow_metrics.py <==
# Generated from Yosys and OpenROAD reports
metrics = {
    "detailed_routing": {
        "vias": 58100,
        "via_per_inst": 6.20,
        "drc": 0,
        "ant_nets": 0,
        "post_drt_wl_per_cell_microns": 33.5,
        "drt_iter0_drc": 3961,
        "drt-total-wl_microns": 314000,
        "first_pass_iters": 8,
    },
    "synth": {
        "top_area_frac": 0.774,
        "ys_types": 66,
        "synth_seq_share": 0.774,
        "aoi_share": 0.0301,
        "synth.cellmix.xorXnorShare": 0,
        "adder_share": 0,
        "synthCells": 5507,
        "flop_cell": "edfxtp_1",
        "synthMuxAreaShare": 0.155,
        "simple_gate_area_frac": 0.0220,
        "async_reset_ff_frac": 0,
        "area_leaders": "edfxtp_1 (77%), mux4_2 (12%), mux2i_1 (2.7%)",
        "ys_warn_count": 1,
        "synth-edff-count": 3072,
        "common_cells": "edfxtp_1 (3,072), mux4_2 (660), nor2_1 (340)",
        "syn_avg_cell_area_sq_um": 21.6,
        "ys_area_sq_mm": 0.119,
        "synth_flops": 3072,
        "top_cell": "edfxtp_1",
        "ys_cells": 5507,
        "topCombFamilyByArea": "multiplexers",
        "syn_area_sq_mm": 0.119,
        "synth_area_leader_cell": "edfxtp_1",
    },
    "clock_tree": {
        "root_buffer": "clkbuf_16",
        "clockBufferDepth": 4,
        "htree_levels": 5,
        "cts_setup_buffers": 0,
        "tritoncts": "built",
        "cts_buffers": 325,
        "cts_sinks": 3072,
        "postCtsHoldBufs": 0,
        "clkTransAtPathRegs_ns": 0.06,
        "cts.repair.resized": 0,
    },
    "die": {
        "core_area_sq_mm": 0.236,
        "chipArea_sq_mm": 0.240,
        "die_x_microns": 490,
        "ios": 43,
        "row_count": 178,
        "die_h_microns": 490,
        "initial_core_util": 0.505,
    },
    "final_timing": {
        "slew_viol_final": 0,
        "hold_slack_ns": 4.17,
        "worstMarginPinSlew_ns": 1.38,
        "finalCritPeriodShare": 0.643,
        "setup_violations": 0,
        "period_minus_slack_ns": 15.18,
        "final.setup.worst_slack_ns": 8.42,
        "hold_viol": 0,
        "fmax_ghz": 0.0659,
        "rsz0062_at_grt": "no",
        "finalSetupTns_ns": 0,
        "maxSlewHeadroom": 0.0727,
    },
    "global_routing": {
        "grt_max_degree": 93,
        "track_usage": 0.300,
        "antenna_found_initial": 11,
        "grt_overflow": 0,
        "grt_pass1_wl_microns": 450000,
        "grt_pass1_vias": 63200,
    },
    "power": {
        "p_seq_frac": 0.529,
        "p_switching_mw": 2.36,
        "cellPowerDensity_mw_per_mm2": 84.3,
        "p_leak_nw": 42.8,
        "switching_share": 0.208,
        "clock_power_share": 0.423,
        "vdd_ir_drop_max_mv": 0.0683,
        "combPwrFrac": 0.048,
        "p_int_mw": 9.01,
        "finalPower_mw": 11.4,
    },
    "cells_and_area": {
        "reg_top3": "program_memory (3072)",
        "largest_register_ffs": 3072,
        "syn2layout_area_growth_pct": 13.2,
        "max_flop_register": "program_memory",
        "drive_above_1_share": 0.256,
        "fillers": 17000,
    },
    "place": {
        "hpwl_microns": 193000,
        "port_buffers": 42,
        "preCtsSetupSlack_ns": 8.25,
        "gp_congestion": 0.909,
    },
    "flow_run": {
        "maxCapViolCount": 0,
        "tool_warnings": 26,
    },
    "critical_path": {
        "crit_end": "Instruction[3]",
        "arrival_ns": 10.46,
        "crit_path_end_kind": "output port",
        "crit_fanout": 66,
        "timing_worst_setup_path_type": "input port to output port",
        "cp-startpoint": "Addr[0]",
        "start_kind": "input port",
        "crit_required_ns": 18.88,
    },
    "outcome": {
        "status": "finished clean",
    },
    "hold_path": {
        "hp-class": "input port to register",
    },
}
[kinds of logic after synthesis]
group | after synthesis
multiplexers | 996
buffers and inverters | 343
flip-flops | 3072
AND-OR/OR-AND | 504
AND/OR/NAND/NOR | 592
[worst min-delay path by stage]
stage / startpoint / to / slack [ns] / cells after the start
4_1_cts: LoadInstruction[7] / program_memory[171][7] / 4.11 / 1
5_1_grt: LoadInstruction[7] / program_memory[191][7] / 4.13 / 1
6_report: LoadInstruction[7] / program_memory[190][7] / 4.17 / 1
[routing by layer]
| layer | track usage | vias to the layer above | routed length, microns |
|---|---|---|---|
| li1 | - | 24300 | - |
| met1 | 0.403 | 29600 | 99100 |
| met2 | 0.414 | 3668 | 146000 |
| met3 | 0.221 | 601 | 54700 |
| met4 | 0.0950 | 20 | 13500 |
| met5 | 0.0141 | - | 558 |
[power by group through the flow]
stage / Combinational, mW / Clock (mW) / Sequential (mW)
6_report: 0.548 / 4.81 / 6.01
5_1_grt: 0.583 / 5.10 / 6.01
4_1_cts: 0.553 / 4.89 / 6.01
[worst max-delay path: stages]
cell,delay (ns)
buf_16,0.36
buf_4,0.60
buf_4,0.55
buf_12,0.44
buf_12,0.47
buf_4,0.58
mux4_2,0.33
nor2_1,0.04
or3_1,0.36
a211oi_1,0.48
o211ai_1,0.18
o32ai_1,0.41
clkdlybuf4s50_1,0.60
[layout make-up]
class,instances,area [sq um],area share
Clock inverter,158,1300,0.00966
Antenna cell,1,2.50,0.0000186
Sequential cell,3072,92200,0.684
Inverter,5,31.3,0.000232
Multi-Input combinational cell,2092,24700,0.183
Tap cell,3150,3940,0.0292
Timing Repair Buffer,501,4020,0.0298
Clock buffer,403,8620,0.0639
[per-stage QoR]
stage	std cells	cell area (sq um)	utilization
6_report	9382	135000	0.571
5_1_grt	9382	135000	0.571
4_1_cts	9381	135000	0.571
3_5_place_dp	8820	125000	0.529
3_3_place_gp	8820	125000	0.529
2_1_floorplan	5507	119000	-
[placed cells by master (no fill, tap or decap), drive strengths merged, types with 63 or more instances in the layout]
cell type,n
a21oi,103
buf,474
clkbuf,405
clkinv,131
edfxtp,3072
mux2i,316
mux4,672
nand2,63
nor2,340
o221ai,120
o22ai,80
Power figures rest on the tool's default switching activity, not on a simulated workload.
