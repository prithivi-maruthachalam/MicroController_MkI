## design.v

```verilog
module ALU(
    input E,                 
    input [3:0] Mode,        
    input [3:0] CFlags,      
    input [7:0] Operand1, Operand2,
    output [3:0] flags,      
    output [7:0] Out,         
    output [7:0] rA, rB
);
    wire Z,S,O;
    reg CarryOut;            
    reg [7:0] ALU_Out;
    reg [7:0] real_Op1, real_Op2;
    always @(*) begin        
        case(Mode)           
            4'b0000: begin
                {CarryOut, ALU_Out} = Operand1 + Operand2;           
                real_Op1 = Operand1;
                real_Op2 = Operand2;                
            end
            4'b0001: begin
                real_Op1 = Operand1;
                real_Op2 = (~Operand2 + 1);
                {CarryOut, ALU_Out} = real_Op1 + real_Op2;      
            end
            4'b0010: ALU_Out = Operand1;                             
            4'b0011: ALU_Out = Operand2;                             
            4'b0100: ALU_Out = Operand1 & Operand2;                  
            4'b0101: ALU_Out = Operand1 | Operand2;                  
            4'b0110: ALU_Out = Operand1 ^ Operand2;                  
            4'b0111: begin
                real_Op1 = Operand2;
                real_Op2 = (~Operand1 + 1); 
                {CarryOut, ALU_Out} = real_Op2 + real_Op1;           
            end
            4'b1000: begin
                {CarryOut, ALU_Out} =  8'h1 + Operand2;              
                real_Op1 = 8'h1;
                real_Op2 = Operand2;
            end
            4'b1001: begin
                real_Op1 = Operand2;
                real_Op2 = 8'b11111111;
                {CarryOut, ALU_Out} = real_Op1 + real_Op2;                
            end
            4'b1010: ALU_Out = (Operand2 << Operand1[2:0]) | (Operand2 >> (8 - Operand1[2:0]));
            4'b1011: ALU_Out = (Operand2 >> Operand1[2:0]) | (Operand2 << (8 - Operand1[2:0]));
            4'b1100: ALU_Out = Operand2 << Operand1[2:0];
            4'b1101: ALU_Out = Operand2 >> Operand1[2:0];
            4'b1110: ALU_Out = Operand2 >>> Operand1[2:0];
            4'b1111: begin
                {CarryOut, ALU_Out} = 8'h0 - Operand2;
                real_Op1 = 8'h0;
                real_Op2 = (~Operand2 + 1);                
            end
            default: ALU_Out = Operand2;
        endcase
    end
    assign rA = real_Op1;
    assign rB = real_Op2;
    assign O = (!real_Op1[7] & !real_Op2[7] & !CarryOut & ALU_Out[7]) | (real_Op1[7] & real_Op2[7] & CarryOut & !ALU_Out[7]);
    assign Z = (ALU_Out == 0)? 1'b1 : 1'b0;
    assign S = ALU_Out[7];
    assign flags = {Z, CarryOut, S, O};
    assign Out = ALU_Out;
    assign reals = {real_Op1, real_Op2};
endmodule
```

## run.sh

```bash
#!/bin/bash
# OpenROAD 26Q1-2900-gdf79404cd8, Yosys 0.63+post, stock flow scripts
make -C /OpenROAD-flow-scripts/flow DESIGN_CONFIG=/design/flow/config.mk WORK_HOME=/design/flow/orfs finish
```

## config.mk

```make
export PLATFORM = sky130hd
export DESIGN_NAME = ALU
export DESIGN_NICKNAME = ALU
export VERILOG_FILES = /design/flow/design.v
export SDC_FILE = /design/flow/constraint.sdc
export NUM_CORES = 4
export LEC_CHECK = 1
export CORE_UTILIZATION = 40
```

## constraint.sdc

```tcl
current_design ALU

set clk_period 10.0
set clk_io_pct 0.2

create_clock -name clk0 -period $clk_period

set non_clock_inputs [all_inputs -no_clocks]
set_input_delay [expr $clk_period * $clk_io_pct] -clock clk0 $non_clock_inputs
set_output_delay [expr $clk_period * $clk_io_pct] -clock clk0 [all_outputs]
```

==> results.sh <==
# source this file to load flow results
export IMPL_status="complete, no violations"
export IMPL_regArea_um2=255
export IMPL_ios=53
export IMPL_setup_viol=0
export IMPL_finalNonFillerCells=714
export IMPL_ant_nets=0
export IMPL_drive_gt1_share_pct=7.06
export IMPL_ys_async_sr_fraction_pct=0
export IMPL_crit_arrival_ps=6670
export IMPL_max_freq_mhz=115
export IMPL_synth_area_per_cell_um2=7.37
export IMPL_cts_resized=0
export IMPL_comb_area_mm2=0.00353
export IMPL_synth_flops=17
export IMPL_power_density_mw_per_mm2=57.3
export IMPL_top_cell_area_share_pct=11.4
export IMPL_yosysUniqueCellTypes=79
export IMPL_synth_top_flop_cell="dlxtn_1"
export IMPL_area_growth_pct=11.6
export IMPL_slew_violations=0
export IMPL_drt_iter0_drc=386
export IMPL_antenna_found_initial=0
export IMPL_final_setup_worst_slack_ps=1330
export IMPL_power_leakage_nw=1.90
export IMPL_postCtsHoldBufs=0
export IMPL_grt_pass1_vias=4339
export IMPL_drc_errors=0
export IMPL_die_area_mm2=0.0109
export IMPL_nFillCells=990
export IMPL_core_area_mm2=0.00995
export IMPL_unclocked_pins=17
export IMPL_crit_fanout=39
export IMPL_path_cells="clkdlybuf4s50_1, buf_4, inv_2, ha_1, xor2_2, inv_2, ha_1, a21o_1, a21oi_1, o21a_1, xor2_1, o22ai_1, o41a_1, nor3_2, nor4bb_1, clkdlybuf4s50_1"
export IMPL_maxCapViolCount=0
export IMPL_most_common_cell="nor2_1"
export IMPL_wire_per_inst_um=23.4
export IMPL_synthCells=567
export IMPL_dpl_cell_count=714
export IMPL_vias=4580
export IMPL_warnings=51
export IMPL_critPathMaxStageDelay_ps=490
export IMPL_grt_max_degree=40
export IMPL_vias_per_cell=6.41
export IMPL_overflow=0
export IMPL_syn_area_mm2=0.00418
export IMPL_hpwl_um=12500
export IMPL_required_ps=8000
export IMPL_finalHoldViolCount=0
export IMPL_finalCriticalPeriod_ps=8670
export IMPL_wl_met2_um=7180
export IMPL_start_kind="input pin"
export IMPL_die_width_um=104
export IMPL_die_height_um=104
export IMPL_antenna_cells=0
export IMPL_relSlewSlack_pct=44.9
export IMPL_untimed_endpoints=34
export IMPL_yosysCellCount=567
export IMPL_tightest_slew_ps=824
export IMPL_wl_um=16700
export IMPL_whs_ps=5350
export IMPL_grt_total_usage_pct=31.7
export IMPL_rsz0062_at_grt="false"
export IMPL_hp_class="in2out"
export IMPL_common_cells="57 x nor2_1, 42 x a21oi_1, 38 x ha_1"
export IMPL_ys_chip_area_mm2=0.00418
export IMPL_place_congestion=1.03
export IMPL_io_buffers=48
export IMPL_cp_end_kind="output pin"
export IMPL_post_place_ws_ps=1400
export IMPL_firstDrtPassIters=5
export IMPL_fin_setup_tns_ps=0
export IMPL_synth_edff_count=0
export IMPL_wl_met1_um=7500
export IMPL_vdd_drop_max_mv=0.0233
export IMPL_crit_type="in2out"
export IMPL_fp_utilization_pct=42.0
export IMPL_cpMaxStageDelayCell="clkdlybuf4s50_1"
export IMPL_rows=36
export IMPL_grt_pass1_wl_um=26000
export IMPL_yosysWarnings=2
export IMPL_highest_layer="met4"
export IMPL_top_cells_by_area="ha_1 11%, dlxtn_1 6.1%, mux2i_1 5.3%"
export IMPL_cts_setup_buffers=0
export IMPL_fin_crit_sh_pct=86.7
export IMPL_synth_top_cell_by_area="ha_1"
export IMPL_wl_met3_um=1660
routing by layer:
| layer | vias to the layer above | GRT usage [%] |
|---|---|---|
| met1 | 2153 | 47.4 |
| met4 | 0 | 6.63 |
| li1 | 2151 | - |
| met5 | - | 0 |
| met3 | 24 | 8.55 |
| met2 | 252 | 46.0 |
final cells by class:
class,count,share of cell area [%]
Multi-Input combinational cell,471,75.7
Timing Repair Buffer,65,13.0
Sequential cell,17,5.47
Tap cell,133,3.57
Inverter,28,2.25
cells by family after synthesis:
| kind of cell | count (synthesis) | share of synthesized area [%] |
|---|---|---|
| AOI/OAI and AO/OA | 181 | 29.2 |
| xor gates and xnor gates | 34 | 7.49 |
| adders and majority gates | 41 | 12.8 |
| buffers and inverters | 79 | 9.46 |
| latches | 17 | 6.11 |
| muxes | 37 | 13.3 |
| and+or+nand+nor | 178 | 21.6 |
layout by cell type, fill, tap and decap left out, drive strengths merged, types with 3 or more instances in the layout:
cell type / netlist / final
buf: 38 / 17
inv: 27 / 27
o21ai: 30 / 30
a211oi: 7 / 7
a22oi: 8 / 8
nor3b: 3 / 3
o211ai: 11 / 11
or3: 5 / 5
nor4: 5 / 5
xor2: 11 / 11
nor2: 57 / 57
mux4: 13 / 13
and3: 4 / 4
nand2: 36 / 36
a22o: 8 / 8
a21boi: 3 / 3
a31oi: 6 / 6
nand2b: 12 / 12
dlxtn: 17 / 17
xnor2: 23 / 23
clkdlybuf4s50: 0 / 48
nand4: 5 / 5
o21a: 3 / 3
a21o: 10 / 10
ha: 38 / 38
o22ai: 14 / 14
mux2i: 22 / 22
nand3: 18 / 18
a221oi: 4 / 4
a32oi: 6 / 6
fa: 3 / 3
a21oi: 42 / 42
o311ai: 3 / 3
nor2b: 8 / 8
nor3: 12 / 12
power by group:
part / total, mW / internal (mW) / leakage (nW) / switching [mW]
clock network: 0 / 0 / 0 / 0
logic: 0.256 / 0.110 / 1.77 / 0.146
registers: 0.0107 / 0.00922 / 0.138 / 0.00153
total: 0.267 / 0.120 / 1.90 / 0.147
worst max-delay path, delay by kind of cell:
| family | cells | cell delay [ps] |
|---|---|---|
| simple gates | 2 | 320 |
| buf+inv | 5 | 1780 |
| compound gates | 5 | 1160 |
| xor+xnor | 2 | 690 |
| fa+ha+maj | 2 | 710 |
sequential cells by signal (all words and copies together), names as in the netlist:
name	count
real_Op2	8
CarryOut	1
real_Op1	8
final timing paths:
check | start | endpoint | cells past startpoint
worst max-delay path | Operand1[0] | flags[3] | 16
worst min-delay path | Mode[3] | Out[2] | 5
metrics by stage:
step | total power [mW] | utilization, % | cell area (um^2)
after global placement | 0.261 | 46.8 | 4660
after CTS | 0.263 | 46.8 | 4660
final | 0.267 | 46.8 | 4660
after global routing | 0.290 | 46.8 | 4660
after detailed placement | 0.261 | 46.8 | 4660
after floorplan | 0.175 | - | 4180
Power figures rest on the tool's default switching activity, not on a simulated workload.
